### flow/run.sh
#!/bin/bash
# OpenROAD 26Q1-2900-gdf79404cd8, Yosys 0.63+post, stock flow scripts
make -C /OpenROAD-flow-scripts/flow DESIGN_CONFIG=/design/flow/config.mk WORK_HOME=/design/flow/orfs finish
### flow/config.mk
export PLATFORM = sky130hd
export DESIGN_NAME = Register
export DESIGN_NICKNAME = Register
export VERILOG_FILES = /design/flow/design.v
export SDC_FILE = /design/flow/constraint.sdc
export NUM_CORES = 4
export LEC_CHECK = 1
export CORE_UTILIZATION = 30
### flow/constraint.sdc
current_design Register

set clk_period 1.0
set clk_io_pct 0.2

create_clock -name clk0 -period $clk_period [get_ports {clk}]

set non_clock_inputs [all_inputs -no_clocks]
set_input_delay [expr $clk_period * $clk_io_pct] -clock clk0 $non_clock_inputs
set_output_delay [expr $clk_period * $clk_io_pct] -clock clk0 [all_outputs]
### flow/design.v
module Register(
	input wire clk,
	input wire clr, 
	input wire W_E,
	input wire[31:0] input_D,
	output reg[31:0] output_Q
);
initial output_Q = 32'b0;
always @(posedge clk) begin
	if (clr) begin
		output_Q <= 32'b0;
	end 
	else if (W_E) begin
		output_Q <= input_D;
	end
end
endmodule
==> results.toml <==
# physical design summary
[critical_path]
cp_top_family = "flip-flops"
worst-path-buf-inv = 1
cp_slowest_cell = "dfxtp_2"
crit_path_max_incr_delay_ps = 330
endpoint_kind = "primary output"
start_kind = "flip-flop"
crit_chain = "clkdlybuf4s15_1"
cp_max_fo = 2
worst_ep_required_time_ps = 800
crit_type = "reg -> out"
cp_data_arrival_time_ps = 760

[final_timing]
max_freq_mhz = 1040
finClkSkew_ps = 0
setup_ws_ps = 36.5
slew_viol_final = 0
rsz0062_at_grt = "no"
slew_headroom = 0.902
setup_viol = 0
hold_violations = 0
period_minus_slack_ps = 963
final.setup.tns_ps = 0
period_used_share = 0.963
worstMarginPinSlew_ps = 142

[clock_network]
cts_sinks = 32
insertion_delay_ps = 270
cts_tree = "built"
hold_buffers = 0
cts_made_buffers = 5
clock-root-buffer = "clkbuf_8"
clock_path_buffers = 2
path_clk_slew_ps = 60
htreeDepth = 2

[placement]
hpwl_um = 1750
gp_congestion = 0.685
dp_slack_ps = -94.3
port-buffer-count = 66

[detailed_routing]
drt_iter0_drc = 33
drc = 0
postRouteAntennaNets = 0
wl_per_cell_um = 11.2
routed_wl_um = 2480
insertedDiodeCount = 0
vias = 944
drtPass1Iterations = 3
avgViaCountPerCell = 4.25

[floorplan]
fp.dieW_um = 64.3
core_um2 = 3690
die_h_um = 64.3
die-area_um2 = 4130
ios = 67
num_rows = 22
fp_util = 0.315

[cells_and_area]
largestRegisters = "output_Q (32)"
syn2layout_area_growth_pct = 64.1
drive_above_1_share = 0.345
fin_util = 0.518
regMostFlops = "output_Q"
largest_register_ff_count = 32

[synth]
yosysWarnings = 1
ys_cells = 103
synth_cells = 103
synth_flops = 32
top_area_cell = "dfxtp_1"
ys_area_um2 = 1160
topCellsByArea = "dfxtp_1 (55%), mux2i_1 (28%), nor2_1 (10%)"
ys_seq_share = 0.551
synth.distinct_cells = 6
synth_top_area_share = 0.551
syn-cell-area_um2 = 1160
synth.avg_cell_area_um2 = 11.3

[power]
p_per_area_nw_per_um2 = 1460
p_comb_frac = 0.142
ir_drop_uv = 966
p_sw_mw = 0.581
p_clk_frac = 0.354
p_leak_nw = 0.879
intPower_mw = 2.20
power.share.sequential = 0.505
p_sw_frac = 0.209

[min_path]
hold_class = "in -> reg"

[global_routing]
track_usage = 0.138
grt_pass1_vias = 984
antenna_found_initial = 0
overflow = 0
grt_pass1_wl_um = 4330
grt_max_degree = 33

[job]
tool_warnings = 25
maxCapViolCount = 0

[outcome]
status = "finished clean"
placed cells by master (no fill, tap or decap):
cell type,n
buf_2,1
mux2i_1,32
clkbuf_8,6
clkbuf_1,2
dfxtp_2,32
clkbuf_2,17
buf_4,1
clkdlybuf4s50_1,33
clkdlybuf4s15_1,15
buf_12,3
nor2_1,32
power by group through the flow:
stage	clock (mW)	combinational, mW	sequential (mW)
4_1_cts	1.02	0.424	1.41
6_report	0.985	0.394	1.41
5_1_grt	1.09	0.440	1.42
what timing repair did:
| action | in CTS | in global routing |
|---|---|---|
| setup endpoints to repair | 32 | 17 |
| resized | 96 | 17 |
| buffers inserted | 0 | 0 |
final timing paths:
check                                  start            to  cells after the start  slack, ps
worst max register to register  output_Q[27]  output_Q[27]                      2        380
worst min register to register   output_Q[1]   output_Q[1]                      2        480
worst min-delay path                     W_E   output_Q[8]                      4        430
worst max-delay path             output_Q[8]   output_Q[8]                      1         40
Yosys cell counts:
cell	count
nor2_1	32
dfxtp_1	32
clkbuf_1	3
buf_12	3
buf_6	1
mux2i_1	32
area by class of cell:
cell class | count | area, um2
repair buffers | 70 | 638
multi-input cells | 64 | 440
clock buffers | 8 | 90.1
well taps | 48 | 60.1
flip-flops and latches | 32 | 681
fillers | 342 | 1780
worst register-to-register path, delay by kind of cell (launching register included):
family,cells,cell delay [ps]
DFF,1,320
muxes,1,140
and+or+nand+nor,1,60
metrics by stage:
step | hold slack, ps | cell area [um2] | total power, mW | instances
floorplan | 272 | 1160 | 1.57 | 103
global placement | 476 | 1860 | 1.86 | 214
detailed placement | 484 | 1860 | 1.87 | 214
CTS | 431 | 1990 | 2.85 | 222
global route | 443 | 1910 | 2.95 | 222
finish | 428 | 1910 | 2.78 | 222
metal layers:
metal  wire (um)  up-vias  part of all wire  GRT usage
met5           0        -                 0          0
met4          46        0             0.019     0.0194
met3         283        5              0.11     0.0616
met2        1000       44              0.40      0.192
met1        1150      420              0.46      0.207
li1            -      475                 -          -
cell families (layout without fill, tap and decap cells):
group                  after synthesis  count (layout)  synth area share
buffers and inverters                7              78            0.0710
DFF                                 32              32             0.551
muxes                               32              32             0.275
and+or+nand+nor                     32              32             0.103
No activity file was given, so power comes from the tool's default toggle rates.
