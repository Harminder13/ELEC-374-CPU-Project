File: design/flow/config.mk
export PLATFORM = sky130hd
export DESIGN_NAME = MDR
export DESIGN_NICKNAME = MDR
export VERILOG_FILES = /design/flow/design.v
export SDC_FILE = /design/flow/constraint.sdc
export NUM_CORES = 4
export LEC_CHECK = 1
export CORE_AREA = 10 10 107 107
export DIE_AREA = 0 0 117 117
File: design/flow/design.v
module MDR(
	input wire clk,			 
	input wire Clear,			 
	input wire[31:0] BusMuxOut, 
	input wire[31:0] MDataIn,
	input wire MDRead,
	input wire MDRIn,         
	output reg[31:0] InputD,
	output reg[31:0] Q
);
always @(BusMuxOut, MDataIn, MDRead) begin
	InputD = MDRead ? MDataIn : BusMuxOut;
end
always @(posedge clk) begin 
	if (Clear)
		Q <= 31'b0; 	 
	else if (MDRIn)
		Q <= InputD;
end
endmodule  
File: design/flow/run.sh
#!/bin/bash
# OpenROAD 26Q1-2900-gdf79404cd8, Yosys 0.63+post, stock flow scripts
make -C /OpenROAD-flow-scripts/flow DESIGN_CONFIG=/design/flow/config.mk WORK_HOME=/design/flow/orfs finish
File: design/flow/constraint.sdc
current_design MDR

set clk_period 1.7
set clk_io_pct 0.2

create_clock -name clk0 -period $clk_period [get_ports {clk}]

set non_clock_inputs [all_inputs -no_clocks]
set_input_delay [expr $clk_period * $clk_io_pct] -clock clk0 $non_clock_inputs
set_output_delay [expr $clk_period * $clk_io_pct] -clock clk0 [all_outputs]
==> flow_metrics.tcl <==
# implementation run metrics
set metrics [dict create \
    outcome "completed" \
    reg.largest.list "Q (32)" \
    r2r_cells 2 \
    busiest_layer "met2" \
    irDropWorstVdd_v 0.000251 \
    clockRootBuffer "clkbuf_8" \
    cts-htree-levels 2 \
    place_hpwl_um 5040 \
    avgSynthCellArea_um2 12.4 \
    cap_violations 0 \
    critical_path.startpoint_type "input pin" \
    grt_pass1_vias 1804 \
    portBuffers 131 \
    fin_total_pwr_mw 2.15 \
    clk_pin_slew_ns 0.07 \
    min_period_over_period_pct 96.5 \
    cts_hold_buf 0 \
    die_area_um2 13700 \
    min_path_type "reg2reg" \
    die_y_um 117 \
    largest_register_ffs 32 \
    worstPathRequired_ns 1.36 \
    finalClockSkew_ns 0 \
    power.leakage_nw 1.45 \
    critPathArrivalTime_ns 1.30 \
    core-area_um2 9200 \
    final-hold-violation-count 0 \
    xor_share_pct 0 \
    cts_num_sinks 32 \
    end_kind "output pin" \
    holdWs_ns 0.571 \
    synthTopLogicFamily "AND-OR/OR-AND gates" \
    met2_usage_pct 15.9 \
    numCtsBuffers 5 \
    vias 1652 \
    r2r-end "Q[30]" \
    ant_nets 0 \
    drc 0 \
    mux_share_pct 26.7 \
    crit_type "in2out" \
    synth-seq-cells 32 \
    yosysSeqAreaShare_pct 36.2 \
    setup_violations 0 \
    clock_path_buffers 2 \
    dieWidth_um 117 \
    top_register "Q" \
    grt_max_degree 21 \
    drtPass1Iterations 3 \
    period_minus_slack_ns 1.64 \
    place_congestion 0.665 \
    area_delta_synth_final_pct 95.0 \
    met3_usage_pct 3.77 \
    use_met1_pct 9.05 \
    rsz0062_at_grt "no" \
    syn_area_um2 1770 \
    ys_sh_aoi_pct 31.7 \
    n_antenna_cell 0 \
    drt_wl_total_um 6310 \
    detail_route.iter0.violations 31 \
    cp-startpoint "MDRead" \
    fmax_ghz 0.610 \
    cp-endpoint "InputD[22]" \
    cp_max_fo 10 \
    relSlewSlack_pct 85.7 \
    worst_pin_slew_ns 0.215 \
    min_from "Q[7]" \
    avgViaCountPerCell 4.06 \
    ys.warnings.count 1 \
    routedWlPerCell_um 15.5 \
    grt_pass1_wl_um 9380 \
    synth-simple-area-share_pct 0 \
    drive_gt1_share_pct 34.1 \
    place_inst 398 \
    ys_sh_adder_pct 0 \
    tritoncts "yes" \
    clk_latency_ns 0.27 \
    warnings 25 \
    io_pins 132 \
    grt.overflow.total 0 \
    r2r_setup_slack_ns 1.00 \
    grt.total_usage_pct 8.63 \
    rr_startpoint "Q[30]" \
    stdcell_count 407 \
    drv_slew 0 \
    ys_chip_area_um2 1770 \
    ys_cells 143 \
    syn_inst 143 \
    synthDistinctLibCells 10 \
    grt_antenna_before_repair 0 \
    num_rows 35 \
    p_per_area_nw_per_um2 623 \
    initial_utilization_pct 19.3 \
]
[metal layers]
layer | vias up | part of all wire, %
met1 | 766 | 36
met5 | - | 0
met3 | 5 | 11
li1 | 817 | -
met2 | 64 | 52
met4 | 0 | 1.1
[placed cells by master (no fill, tap or decap)]
master / n
buf_4: 26
mux2_2: 1
mux2_4: 31
clkdlybuf4s50_1: 98
dfxtp_1: 32
dlygate4sd2_1: 32
o21a_1: 32
buf_16: 1
buf_6: 1
inv_1: 1
clkbuf_8: 7
o21ba_2: 32
buf_12: 2
[cells in the mapped netlist]
master / instances / share of area, %
mux2_2: 2 / 1.3
clkbuf_1: 5 / 1.1
o21ba_2: 32 / 18
dfxtp_1: 32 / 36
buf_2: 5 / 1.4
mux2_4: 30 / 25
o21a_1: 32 / 14
buf_8: 1 / 0.85
buf_6: 3 / 1.9
inv_1: 1 / 0.21
[worst max-delay path, stage by stage]
cell and delay (ns):
buf_6 0.12, buf_12 0.15, buf_4 0.14, mux2_4 0.29, dlygate4sd2_1 0.25
[final cells by class]
cell class	instances	area (um^2)
timing repair buffer	160	1540
multi-input combinational	96	1040
sequential	32	641
fill	905	5740
clock buffer	7	96.3
tap	111	139
inverter	1	3.75
[power by group]
part | switching [mW] | internal [mW] | total [mW]
logic | 0.167 | 0.513 | 0.680
registers | 0.0269 | 0.806 | 0.833
clock network | 0.277 | 0.361 | 0.637
[worst min-delay path by stage]
| stage | cells past startpoint | to | slack, ns |
|---|---|---|---|
| 6_report | 2 | Q[7] | 0.57 |
| 5_1_grt | 2 | Q[7] | 0.59 |
| 4_1_cts | 2 | Q[7] | 0.57 |
[metrics by stage]
step / worst slack [ns] / util, % / TNS [ns] / cell area (um^2)
final: 0.0596 / 37.5 / 0 / 3450
after global routing: 0.0271 / 37.5 / 0 / 3450
after CTS: 0.0478 / 37.5 / 0 / 3450
after detailed placement: -0.129 / 36.4 / -2.88 / 3350
after global placement: -0.120 / 36.4 / -2.64 / 3350
after floorplan: 0.466 / - / 0 / 1770
[cell families (layout without fill, tap and decap cells)]
kind of cell           Yosys count  count (layout)
AOI/OAI and AO/OA               64              64
buffers and inverters           15             168
DFF                             32              32
muxes                           32              32
[repair_timing]
action / 4_1_cts / 5_1_grt
setup buffers: 1 / 0
gates resized: 36 / 0
endpoints found under the setup margin: 32 / 0
