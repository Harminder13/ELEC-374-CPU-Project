==> design.v <==
module BusMux(
	input wire S0,
	input wire S1,
	input wire S2,
	input wire S3,
	input wire S4,
	input wire[31:0] BusMuxInR0,
	input wire[31:0] BusMuxInR1,
	input wire[31:0] BusMuxInR2,
	input wire[31:0] BusMuxInR3,
	input wire[31:0] BusMuxInR4,
	input wire[31:0] BusMuxInR5,
	input wire[31:0] BusMuxInR6,
	input wire[31:0] BusMuxInR7,
	input wire[31:0] BusMuxInR8,
	input wire[31:0] BusMuxInR9,
	input wire[31:0] BusMuxInR10,
	input wire[31:0] BusMuxInR11,
	input wire[31:0] BusMuxInR12,
	input wire[31:0] BusMuxInR13,
	input wire[31:0] BusMuxInR14,
	input wire[31:0] BusMuxInR15,
	input wire[31:0] BusMuxInHI,
	input wire[31:0] BusMuxInLOW,
	input wire[31:0] BusMuxInZHigh,
	input wire[31:0] BusMuxInZLow,
	input wire[31:0] BusMuxInPC,
	input wire[31:0] BusMuxInMDR,
	input wire[31:0] BusMuxInInport,
	input wire[31:0] CSignExtended,
	output reg[31:0] BusOut
);
reg[4:0] sel = 5'b0;
always @(S0, S1, S2, S3, S4) begin
	sel = {S4, S3, S2, S1, S0};
	case(sel)
		5'b00000:	BusOut <= BusMuxInR0;
		5'b00001:	BusOut <= BusMuxInR1;
		5'b00010:	BusOut <= BusMuxInR2;
		5'b00011:	BusOut <= BusMuxInR3;
		5'b00100:	BusOut <= BusMuxInR4;
		5'b00101:	BusOut <= BusMuxInR5;
		5'b00110:	BusOut <= BusMuxInR6;
		5'b00111:	BusOut <= BusMuxInR7;
		5'b01000:	BusOut <= BusMuxInR8;
		5'b01001:	BusOut <= BusMuxInR9;
		5'b01010:	BusOut <= BusMuxInR10;
		5'b01011:	BusOut <= BusMuxInR11;
		5'b01100:	BusOut <= BusMuxInR12;
		5'b01101:	BusOut <= BusMuxInR13;
		5'b01110:	BusOut <= BusMuxInR14;
		5'b01111:	BusOut <= BusMuxInR15;
		5'b10000:	BusOut <= BusMuxInHI;
		5'b10001:	BusOut <= BusMuxInLOW;
		5'b10010:	BusOut <= BusMuxInZHigh;
		5'b10011:	BusOut <= BusMuxInZLow;
		5'b10100:	BusOut <= BusMuxInPC;
		5'b10101:	BusOut <= BusMuxInMDR;
		5'b10110:	BusOut <= BusMuxInInport;
		5'b10111:	BusOut <= CSignExtended;
		default:		BusOut <= 31'b0;
	endcase
end
endmodule
==> run.sh <==
#!/bin/bash
# OpenROAD 26Q1-2900-gdf79404cd8, Yosys 0.63+post, stock flow scripts
make -C /OpenROAD-flow-scripts/flow DESIGN_CONFIG=/design/flow/config.mk WORK_HOME=/design/flow/orfs finish
==> config.mk <==
export PLATFORM = sky130hd
export DESIGN_NAME = BusMux
export DESIGN_NICKNAME = BusMux
export VERILOG_FILES = /design/flow/design.v
export SDC_FILE = /design/flow/constraint.sdc
export NUM_CORES = 4
export LEC_CHECK = 1
export CORE_AREA = 10 10 312 312
export DIE_AREA = 0 0 322 322
==> constraint.sdc <==
current_design BusMux

set clk_period 3.9
set clk_io_pct 0.2

create_clock -name clk0 -period $clk_period

set non_clock_inputs [all_inputs -no_clocks]
set_input_delay [expr $clk_period * $clk_io_pct] -clock clk0 $non_clock_inputs
set_output_delay [expr $clk_period * $clk_io_pct] -clock clk0 [all_outputs]
==> results.ini <==
[critical_path]
worst-path-buf-inv = 5
critical_path_cell_count = 10
crit_path_max_incr_delay_ps = 490
cp-startpoint = S1
slowest_cell_on_the_critical_path = sky130_fd_sc_hd__clkdlybuf4s50_1
end_kind = output pin
path_cells = buf_4, buf_12, nand3_4, buf_4, nor2_2, buf_6, o2bb2ai_1, a221oi_1, nand3_1, clkdlybuf4s50_1
cpLargestDelayFamily = buffers and inverters
cp_max_fo = 26
worst-endpoint-arrival_ps = 3130
worstSetupStartpointType = input pin
critPathRequiredTime_ps = 3120
critPathCapture = BusOut[1]
criticalPathCategory = input pin to output pin
critical-path-top-cell-by-count = sky130_fd_sc_hd__buf_4

[floorplan]
floorplanUtilization_pct = 6.339
design.portCount = 805
die.size.x_um = 322
fp.dieH_um = 322
die_area_um2 = 103700
core-area_um2 = 90290
num_rows = 110

[timing]
setup_viol = 1
timing.max_slew.rel_slack_pct = 55.98
report.final.hold_viol_count = 0
final.min_clock_period_ps = 3914
hold_ws_ps = 2355
timing_max_transition_violations_final = 0
max_slew.worst_pin.slew_ps = 658.1
max_freq_mhz = 255.5
timing.final.crit_share_pct = 100.4
fin_ws_ps = -13.95

[cells_and_area]
post-route-cell-area_um2 = 18380
num-clock-buffers = 0
sequential_cell_area_um2 = 0
final_core_util_pct = 20.36
numSequentialCells = 0
drive_above_1_share_pct = 23.28
flow.area_growth_from_synthesis_pct = 221.1

[global_route]
number_of_antenna_violations_at_the_first_check_in_global_routing = 155
grt_max_degree = 27
grt_first_pass_wirelength_um = 158100
grt_ovf = 0
groute.usage.overall_pct = 24.27
first_global_vias = 13230

[synth]
adder_area_share_pct = 0
ys.warnings.count = 1
ys_sh_xor_pct = 0
synthCells = 802
yosys-stat-area_um2 = 5723
yosys-stat-cells = 802
synth_seq_share_pct = 0
mux_share_pct = 17.67
synthDistinctLibCells = 62
ys_sh_aoi_pct = 47.60
simple_gate_share_pct = 25.38
netlist_logic_family_top = AND-OR/OR-AND gates
post_synth_instance_area_um2 = 5723
syn_area_per_cell_um2 = 7.136

[routing]
drt_iter0_markers = 1069
drcViolationCount = 0
viasPerCell = 4.330
firstDrtPassIters = 6
routed_wire_length_per_instance_um = 43.33
vias = 13070
final_antenna_net_count = 0
finalWirelength_um = 130800

[pwr]
pwr_density_nw_per_um2 = 103.7
fin_total_pwr_mw = 1.907
static-leakage-power_nw = 6.683
ir_worst_vdd_v = 0.00002883

[placement]
dp_hpwl_um = 118800
io_buffers = 805
placed_cell_area_um2 = 17590
finalWeightedCongestion = 0.9583

[status]
violations_in_the_final_reports = negative setup slack
status = complete, but fails checks

[run]
max_cap_viol_count = 0
openroad.warnings = 33

[clock_network]
cts_hold_buffers = 0

[hold_path]
hold_path_class = input pin to output pin

## cell type report
| cell class | count | area [um^2] |
|---|---|---|
| antenna | 25 | 62.56 |
| fill | 10050 | 71910 |
| inverter | 6 | 22.52 |
| multi-input combinational | 709 | 5734 |
| tap | 1176 | 1471 |
| timing repair buffer | 1102 | 11090 |
## how the worst min path moves through the flow
| stage | depth (start not counted) | endpoint | slack, ps | startpoint |
|---|---|---|---|---|
| finish | 5 | BusOut[23] | 2360 | BusMuxInR7[23] |
| global route | 4 | BusOut[26] | 2410 | CSignExtended[26] |
| CTS | 4 | BusOut[29] | 2410 | BusMuxInR1[29] |
## synthesized netlist by cell type, types with 10 or more instances
| cell type | instances | area, um^2 |
|---|---|---|
| sky130_fd_sc_hd__nor2_2 | 10 | 62.56 |
| sky130_fd_sc_hd__nand2_1 | 39 | 146.4 |
| sky130_fd_sc_hd__mux2_2 | 13 | 146.4 |
| sky130_fd_sc_hd__or4_1 | 10 | 75.07 |
| sky130_fd_sc_hd__a221oi_1 | 26 | 227.7 |
| sky130_fd_sc_hd__a22oi_1 | 185 | 1389 |
| sky130_fd_sc_hd__nor2_1 | 43 | 161.4 |
| sky130_fd_sc_hd__clkbuf_1 | 11 | 41.29 |
| sky130_fd_sc_hd__nand2b_1 | 10 | 62.56 |
| sky130_fd_sc_hd__mux2i_1 | 83 | 830.8 |
| sky130_fd_sc_hd__o2bb2ai_1 | 11 | 96.34 |
| sky130_fd_sc_hd__a21oi_1 | 29 | 145.1 |
| sky130_fd_sc_hd__a22o_1 | 22 | 192.7 |
| sky130_fd_sc_hd__o22ai_1 | 17 | 106.4 |
| sky130_fd_sc_hd__nand3_1 | 13 | 65.06 |
| sky130_fd_sc_hd__buf_2 | 47 | 235.2 |
| sky130_fd_sc_hd__buf_4 | 16 | 120.1 |
| sky130_fd_sc_hd__nand4_1 | 33 | 206.5 |
| sky130_fd_sc_hd__o32ai_1 | 10 | 87.58 |
| sky130_fd_sc_hd__nor3_1 | 31 | 155.2 |
## stage by stage
step	setup WS, ps	TNS [ps]	std cells
2_1_floorplan	929.0	0	802
3_3_place_gp	-491.8	-6288	2971
3_5_place_dp	-486.2	-5601	2971
4_1_cts	-18.72	-22.67	2984
5_1_grt	-0.4243	-0.6846	3002
6_report	-13.95	-13.95	3018
## placed cells by master, fill, tap and decap left out, types with 12 or more instances in the layout
| cell | count |
|---|---|
| sky130_fd_sc_hd__a21oi_1 | 25 |
| sky130_fd_sc_hd__a221oi_1 | 23 |
| sky130_fd_sc_hd__a22o_1 | 22 |
| sky130_fd_sc_hd__a22oi_1 | 169 |
| sky130_fd_sc_hd__a22oi_2 | 17 |
| sky130_fd_sc_hd__buf_12 | 57 |
| sky130_fd_sc_hd__buf_4 | 229 |
| sky130_fd_sc_hd__buf_6 | 15 |
| sky130_fd_sc_hd__clkdlybuf4s50_1 | 786 |
| sky130_fd_sc_hd__diode_2 | 25 |
| sky130_fd_sc_hd__mux2_2 | 13 |
| sky130_fd_sc_hd__mux2i_1 | 77 |
| sky130_fd_sc_hd__nand2_1 | 36 |
| sky130_fd_sc_hd__nand3_1 | 13 |
| sky130_fd_sc_hd__nand4_1 | 33 |
| sky130_fd_sc_hd__nor2_1 | 31 |
| sky130_fd_sc_hd__nor2_2 | 12 |
| sky130_fd_sc_hd__nor2_4 | 14 |
| sky130_fd_sc_hd__nor3_1 | 27 |
| sky130_fd_sc_hd__o22ai_1 | 16 |
## logic make-up after synthesis
| family | Yosys count |
|---|---|
| buf+inv | 93 |
| compound gates | 356 |
| mux | 98 |
| simple gates | 255 |
## per-layer routing
metal	part of all wire (%)	vias up	track usage (%)
met5	0.92	-	0
met4	1.3	192	2.665
met3	12	264	12.10
met2	47	846	39.92
met1	39	6302	28.97
li1	-	5464	-
## where the power goes
group | switching, mW | internal [mW]
registers | 0 | 0
clock network | 0 | 0.000000831
logic | 0.764 | 1.14
total | 0.764 | 1.14
## timing repair
action                                  in CTS  in global routing
setup buffers                               14                  8
cloned                                       0                  1
gates resized                               86                 36
pin swaps                                   10                 15
endpoints found under the setup margin      30                 21
Power is estimated from default activity; no workload was simulated.
